**flow/config.mk**
```make
export PLATFORM = sky130hd
export DESIGN_NAME = asyn_fifo
export DESIGN_NICKNAME = asyn_fifo
export VERILOG_FILES = /design/flow/design.v
export SDC_FILE = /design/flow/constraint.sdc
export NUM_CORES = 4
export LEC_CHECK = 1
export CORE_UTILIZATION = 30
```
**flow/constraint.sdc**
```tcl
current_design asyn_fifo

set clk_period 2.0
set clk_io_pct 0.2

create_clock -name clk0 -period $clk_period [get_ports {r_clk}]
create_clock -name clk1 -period $clk_period [get_ports {w_clk}]

set non_clock_inputs [all_inputs -no_clocks]
set_input_delay [expr $clk_period * $clk_io_pct] -clock clk0 $non_clock_inputs
set_output_delay [expr $clk_period * $clk_io_pct] -clock clk0 [all_outputs]
```
**flow/design.v**
```verilog
`timescale 1ns/1ps
module asyn_fifo#(
parameter	DEEPTH		= 4 ,
parameter   DATA_WIDTH	= 8 ,
parameter   DELAY		= 1
)(
input						w_clk,
input 						w_rst_n,
input               		w_en,
input 	[DATA_WIDTH-1:0]	wdata,
input						r_clk,
input 						r_rst_n,
input						r_en,
output 	[DATA_WIDTH-1:0]	rdata,
output						full,
output 						empty
);
parameter	ADDR_WIDTH = $clog2(DEEPTH);
wire						com_rst_n;
reg							syn_w_rst_n;
reg							syn_r_rst_n;
reg 	[ADDR_WIDTH:0]		waddr_p;
wire	[ADDR_WIDTH:0]		waddr_p_gray;
reg 	[ADDR_WIDTH:0]		waddr_p_gray_r;
reg 	[ADDR_WIDTH:0]		raddr_p;
wire	[ADDR_WIDTH:0]		raddr_p_gray;
reg 	[ADDR_WIDTH:0]		raddr_p_gray_r;
reg 	[ADDR_WIDTH-1:0] 	mem [DATA_WIDTH-1:0]; 
reg		[DATA_WIDTH-1:0] 	rdata_r;
reg		[DATA_WIDTH-1:0] 	rdata_cur;
reg 	[ADDR_WIDTH:0]		waddr_p_gray_2d;
reg 	[ADDR_WIDTH:0]		waddr_p_gray_d;
reg 	[ADDR_WIDTH:0]		raddr_p_gray_2d;
reg 	[ADDR_WIDTH:0]		raddr_p_gray_d;
assign com_rst_n = w_rst_n && r_rst_n;
always@(posedge w_clk or negedge w_rst_n)
if(!w_rst_n)begin
	syn_w_rst_n <= 1'd0;
end 
else begin
	syn_w_rst_n <= com_rst_n;
end
always@(posedge r_clk or negedge r_rst_n)
if(!r_rst_n)begin
	syn_r_rst_n <= 1'd0;
end 
else begin
	syn_r_rst_n <= com_rst_n;
end
always@(posedge w_clk or negedge syn_w_rst_n)
if(!syn_w_rst_n)begin
	waddr_p <= {{ADDR_WIDTH+1}{1'd0}};
end
else if(w_en && (~full))begin
	waddr_p <= waddr_p + 1'b1;
end
assign waddr_p_gray = waddr_p ^ (waddr_p >> 1);
always@(posedge w_clk or negedge syn_w_rst_n)
if(!syn_w_rst_n)begin
	waddr_p_gray_r <= {{ADDR_WIDTH+1}{1'd0}};
end
else begin
	waddr_p_gray_r <= waddr_p_gray;
end
always@(*)begin
	if(w_en && (~full))
	mem[waddr_p[ADDR_WIDTH-1:0]] <= wdata;
end
always@(posedge r_clk or negedge syn_r_rst_n)
if(!syn_r_rst_n)begin
	raddr_p <= {{ADDR_WIDTH+1}{1'd0}};
end
else if(r_en && (~empty))begin
	raddr_p <= raddr_p + 1'b1;
end
assign raddr_p_gray = raddr_p ^ (raddr_p >> 1);
always@(posedge r_clk or negedge syn_r_rst_n)
if(!syn_r_rst_n)begin
	raddr_p_gray_r  <= {{ADDR_WIDTH+1}{1'd0}};
end
else begin
	raddr_p_gray_r <= raddr_p_gray;
end
always@(posedge r_clk or negedge syn_r_rst_n)
if(!syn_r_rst_n)begin
	rdata_r <= {{DATA_WIDTH}{1'd0}};
end
else if(r_en && (~empty))begin
	rdata_r <= mem[raddr_p[ADDR_WIDTH-1:0]];
end
assign rdata_cur = (r_en && (~empty))?mem[raddr_p-1]:rdata_r;
assign rdata = DELAY?rdata_r:rdata_cur;
always@(posedge r_clk or negedge syn_r_rst_n)
if(!syn_r_rst_n)begin
	{waddr_p_gray_2d,waddr_p_gray_d} <= {{{ADDR_WIDTH+1}{1'd0}},{{ADDR_WIDTH+1}{1'd0}}};
end
else begin
	{waddr_p_gray_2d,waddr_p_gray_d} <= {waddr_p_gray_d,waddr_p_gray_r};
end
always@(posedge w_clk or negedge syn_w_rst_n)
if(!syn_w_rst_n)begin
	{raddr_p_gray_2d,raddr_p_gray_d} <= {{{ADDR_WIDTH+1}{1'd0}},{{ADDR_WIDTH+1}{1'd0}}};
end
else begin
	{raddr_p_gray_2d,raddr_p_gray_d} <= {raddr_p_gray_d,raddr_p_gray_r};
end
assign empty = (waddr_p_gray_2d ==  raddr_p_gray)?1'b1:1'b0;
assign full  = ({~raddr_p_gray_2d[ADDR_WIDTH:ADDR_WIDTH-1],raddr_p_gray_2d[ADDR_WIDTH-2:0]} == waddr_p_gray)?1'b1:1'b0;
endmodule      
```
**flow/run.sh**
```bash
#!/bin/bash
# OpenROAD 26Q1-2900-gdf79404cd8, Yosys 0.63+post, stock flow scripts
make -C /OpenROAD-flow-scripts/flow DESIGN_CONFIG=/design/flow/config.mk WORK_HOME=/design/flow/orfs finish
```
==> run notes <==
yosys + openroad results -> CTS tree yes, # IOs 24, P_sw 0.000930 W, Syn-to-layout area delta 29.1%, Vias 792, cell row count 23, Adder Area Share under 10%, Die Wd around 70 um, final hold vios 0, Critical Path RT approximately 1.6 ns, pwr/cell area roughly 1700 nW/um2, Slew Limit Fails 0, RSZ-0062 raised after global routing no, Setup TNS 0 ns, number of unconstrained endpoints 8, EDFF count, synth 0, Synth top cell by count dfrtp_1, distinct lib cells 28, Critical Path Max Stage Delay 0.39 ns, skew final 0.00223 ns, HP Class flop to asynchronous set/reset pin, worst-path cell chain buf_6 > xnor2_4 > mux2i_2 > nor2_1 > dlygate4sd2_1, first drt pass iteration count 2, overall global routing resource usage 9.92%, crit path kind flop to output pin, main logic family after synthesis AND-OR/OR-AND gates, Final Cell Area ~1700 um2, Cell area leaders dfrtp_1 (52%), dlxtn_1 (8.9%), ha_1 (7.4%), a21oi_1 (3.7%), buf_4 (3.3%), ao+oa area frac approximately a tenth, hold_ws 0.182 ns, average cell area after synthesis 12.5 um2, worst-margin pin slew roughly 0.54 ns, Post-DP Area around 1600 um2, routability cong. a little under 0.8, hold buffers post-CTS 0, Net Sw Frac a little under a third, FFs w/ async S/R, synth between 70% and 80%, Worst Path Arrival approximately 1.5 ns, Max Cap Viol 0, DP Wirelength approximately 1500 um, initial antenna violation count 0, DRC viols 0, ant diodes 0, Critical Path Source Type flop, clock transition at the registers of the reported paths 0.06 ns, clock power share between 15 and 20%, Cells after Synth 108, ys flops 36, and+or+nand+nor area frac under 10%, DR iter-0 viols 12, Avg Vias per Cell around 4.1, relative slew slack around 64%, pin count of the biggest net entering global routing 15, Routed Antenna Nets 0, Setup-failing EPs final 0, I/O Buffers 10, top-area cell type share of the netlist area between 50% and 60%, Initial Utilization 32.5%, yosys warning tally 3, Mapped Area about 1300 um2, Synth Flop Type dfrtp_1, vias in the first global route between 700 and 800, min setup slack post-route around 0.14 ns, R2R Path Start raddr_p[1], yosys stat area 1350 um2, cells in synth_stat.txt roughly 110, part of the power in combinational logic between 40% and 50%, crit end category output pin, Core Area ~4100 um2, layout cells sized above 1 approximately 24%, Post-Place Setup Slack between 0.07 and 0.08 ns, Final Non-Filler Cells approximately 190, register pins left without a clock 8, count of tool warnings 38, Post-synth top cells dfrtp_1 (28), a21oi_1 (10), dlxtn_1 (8), ha_1 (8), inv_1 (7), DRT Wirelength between 2000 and 2500 um, worst-path fanout max 3, first-pass GRT wire length 3430 um, worst-path cell with the longest stage delay dfrtp_1, cell-internal power between 0.002 and 0.0025 W, largest area contributor in the netlist dfrtp_1, Post-Place Cells between 150 and 200, area fraction in xor and xnor cells under 10%, status completed, Seq pwr share between 30% and 40%, Leak Pwr around 0.83 nW, WL per Instance between 10 and 15 um, mux share 3.44%, Die H 69.0 um, die area around 4800 um2, Worst Setup SP raddr_p[1], VDD IR max 0.00110 V, total gr overflow 0
-- worst max-delay path: cells and delay by family (launching register included) --
family,cells,cell delay (ns)
xor gates and xnor gates,1,0.15
buffers and inverters,2,0.37
DFF,1,0.39
muxes,1,0.25
and+or+nand+nor,1,0.06
-- cell type report --
class                      instances  area (um2)
tap                               50        62.6
sequential                        36         821
fill                             391        2410
clock buffer                       8        90.1
multi-input combinational         64         517
inverter                           7        26.3
timing repair buffer              26         221
-- power groups by stage --
| stage | sequential (W) | clock, W | combinational (W) |
|---|---|---|---|
| CTS | 0.00106 | 0.000468 | 0.00145 |
| global route | 0.00109 | 0.000495 | 0.00159 |
| finish | 0.00106 | 0.000450 | 0.00144 |
-- kinds of logic (layout without fill, tap and decap cells) --
| group | count (synthesis) | count (layout) |
|---|---|---|
| latches | 8 | 8 |
| other | 1 | 6 |
| adders and majority gates | 8 | 8 |
| and+or+nand+nor | 17 | 17 |
| DFF | 28 | 28 |
| muxes | 4 | 4 |
| AOI/OAI and AO/OA | 20 | 20 |
| buffers and inverters | 13 | 41 |
| xor gates and xnor gates | 9 | 9 |
-- registers in the layout (all words and copies together), names as in the netlist --
register and flops:
mem 8, raddr_p 3, raddr_p_gray_2d 3, raddr_p_gray_d 3
raddr_p_gray_r 3, waddr_p 3, waddr_p_gray_2d 3, waddr_p_gray_d 3
waddr_p_gray_r 3, rdata_r 2, syn_r_rst_n 1, syn_w_rst_n 1
-- cells in the final DEF (no fill, tap or decap), types with 2 or more instances in the layout --
cell type,n
ha_4,2
nand2b_1,2
clkbuf_1,2
clkdlybuf4s50_1,8
ha_1,6
a22oi_1,2
xor2_1,5
dlygate4sd2_1,2
nor2b_1,2
dfrtp_1,28
dlxtn_1,8
nand2_1,6
a21oi_1,10
o21ai_0,2
inv_2,4
conb_1,6
clkbuf_8,6
and2_1,3
buf_4,15
nor2_1,2
inv_1,3
mux2_1,2
xnor2_1,2
-- stage by stage --
step | utilization [%] | power (W)
finish | 41.9 | 0.00295
global placement | 37.8 | 0.00227
CTS | 41.9 | 0.00298
global route | 41.9 | 0.00318
floorplan | - | 0.00174
detailed placement | 37.8 | 0.00228
-- worst paths after layout --
check                      cells past startpoint            endpoint  slack, ns
min                                            0   waddr_p_gray_r[2]       0.18
max                                            5               empty       0.14
min reg2reg                                    0   waddr_p_gray_r[2]       0.18
max in group clk1                              7          waddr_p[2]       0.42
min in group clk0                              0   waddr_p_gray_d[0]       0.34
max reg2reg                                    6          rdata_r[0]       0.34
min in group clk1                              0  raddr_p_gray_2d[1]       0.35
max in group asynchronous                      0   waddr_p_gray_d[1]       1.43
-- per-layer routing --
layer	share of wire (%)	vias up	GRT usage (%)
met4	1.4	0	3.06
met3	2.3	2	1.33
met2	46	7	14.4
met1	50	378	15.8
li1	-	405	-
met5	0	-	0
-- timing repair --
| item | in CTS | in global routing |
|---|---|---|
| gates resized | 11 | 0 |
| setup buffers | 5 | 0 |
| setup endpoints to repair | 2 | 0 |
| hold endpoints to repair | 0 | 0 |
Power is estimated from default activity; no workload was simulated.
