### config.mk
export PLATFORM = sky130hd
export DESIGN_NAME = qspi_ctrl_top
export DESIGN_NICKNAME = qspi_ctrl_top
export VERILOG_FILES = /design/flow/design.v
export SDC_FILE = /design/flow/constraint.sdc
export NUM_CORES = 4
export LEC_CHECK = 1
export CORE_UTILIZATION = 30
### constraint.sdc
current_design qspi_ctrl_top

set clk_period 1.5
set clk_io_pct 0.2

create_clock -name clk0 -period $clk_period [get_ports {ref_clk}]

set non_clock_inputs [all_inputs -no_clocks]
set_input_delay [expr $clk_period * $clk_io_pct] -clock clk0 $non_clock_inputs
set_output_delay [expr $clk_period * $clk_io_pct] -clock clk0 [all_outputs]
### design.v
module qspi_ctrl    (
input                       clk                         , 
input                       rst_n                       ,
input               din                         ,
input                       aclk                        ,
input                       aresetn                     ,
input   [31:0]      m_axi_awaddr        ,
input   [ 2:0]      m_axi_awprot        ,
input                       m_axi_awvalid       ,
output                      m_axi_awready       ,
input   [31:0]      m_axi_wdata         ,
input   [ 3:0]      m_axi_wstrb         ,
input                       m_axi_wvalid        ,
output                      m_axi_wready        ,
output  [ 1:0]      m_axi_bresp         ,
output                      m_axi_bvalid        ,
input                       m_axi_bready        ,
input   [31:0]      m_axi_araddr        ,
input   [ 2:0]      m_axi_arprot        ,
input                       m_axi_arvalid       ,
output                      m_axi_arready       ,
output  [31:0]      m_axi_rdata         ,
output  [ 1:0]      m_axi_rresp         ,
output                      m_axi_rvalid        ,
input                       m_axi_rready        ,
output  reg [23:0]  id              ,
output                          clk_o                   ,
output  reg             ce                          ,
output  reg             dout                     
);
parameter               DATA_COUNT = 253;
parameter               RID_CMD = 8'h9f;
parameter       IDLE   = 5'b00000,
                        COM    = 5'b00001,
                        ADDR   = 5'b00010,
                        DATA   = 5'b00100;
reg             dout_c;
reg     [9:0]   count;
reg                     en       ;
reg [4:0]   cur_state;
reg [4:0]       next_state;
reg     [7:0]   cmd_reg;
reg     [2:0]   cmd_cnt;
reg             cmd_done;
reg     [7:0]   data_i_cnt;
reg                     data_i_en;
reg                     data_i_en_r;
wire                    data_i_en_neg;
wire                    data_i_done;
wire            clk_inv;
assign clk_inv = ~clk;
assign clk_o = (~ce) && clk_inv ;
always@(posedge clk or negedge rst_n)
if(!rst_n)begin
        count <= 'd0;
end else if(count == 10'd1022)begin
        count <= count; 
end else begin
        count <= count + 1'd1;
end
always@(posedge clk or negedge rst_n)
if(!rst_n)begin
        en <= 1'd0;
end else if(count == 10'd1021)begin
        en <= 1'd1;
end else begin
        en <= 1'd0;
end 
always@(posedge  clk or negedge rst_n)
if(!rst_n)begin
        ce <= 1'd1;
end else if(data_i_cnt == DATA_COUNT) begin
        ce <= 1'd1;
end else if(en) begin
        ce <= 1'd0;
end 
always@(posedge clk or negedge rst_n)
if(!rst_n)begin
        cmd_reg <= RID_CMD; 
end else if((ce == 1'b0) || (en == 1'b1))begin
        cmd_reg <= cmd_reg << 1;
end
always@(posedge clk or negedge rst_n)
if(!rst_n)begin
        dout <= 1'd0;
end else if(((ce == 1'b0) || (en == 1'b1)))begin
        dout <= cmd_reg[7];
end
always@(posedge clk or negedge rst_n)
if(!rst_n)begin
        cmd_cnt <= 3'd7; 
end else if(ce == 1'b0 && en == 1'b0)begin
        cmd_cnt <= cmd_cnt -1;
end 
always@(posedge clk or negedge rst_n)
if(!rst_n)begin
        cmd_done <= 1'd0; 
end else if(cmd_cnt == 3'd1)begin
        cmd_done <= 1'd1;
end else begin
        cmd_done <= 1'd0;
end
always@(posedge clk or negedge rst_n)
if(!rst_n)begin
        data_i_en <= 1'b0;      
end else if(data_i_cnt == DATA_COUNT)begin 
        data_i_en <= 1'b0;
end else if(cmd_done)begin
        data_i_en <= 1'b1;
end
always@(posedge clk or negedge rst_n)
if(!rst_n)begin
        data_i_en_r <= 1'b0;    
end else begin
        data_i_en_r <= data_i_en;
end
assign data_i_en_neg = data_i_en_r && (~data_i_en);
assign data_i_done = data_i_cnt == DATA_COUNT; 
always@(posedge clk or negedge rst_n)
if(!rst_n)begin
        data_i_cnt <= 5'b0;     
end else if(data_i_cnt == DATA_COUNT)begin 
        data_i_cnt <= 5'd0;
end else if(data_i_en)begin
        data_i_cnt <= data_i_cnt + 1'b1;
end
always@(posedge clk_o or negedge rst_n)
if(!rst_n)begin
        id <= 24'd0;
end else if(data_i_en)begin
        id <= {{id[22:0]},din};
end 
endmodule  
module qspi_ctrl_top(
        input                   ref_clk  ,
        input                   rst_n    ,
        output                  clk_o    ,
        output                  ce       ,
        input                   flash_do ,
        output                  flash_di
        );
wire                        aclk                     ;
wire                        aresetn                ;
wire    [31:0]  m_axi_awaddr ;
wire    [ 2:0]  m_axi_awprot ;
wire                        m_axi_awvalid;
wire                        m_axi_awready;
wire    [31:0]  m_axi_wdata      ;
wire    [ 3:0]  m_axi_wstrb      ;
wire                        m_axi_wvalid ;
wire                        m_axi_wready ;
wire    [ 1:0]  m_axi_bresp      ;
wire                        m_axi_bvalid ;
wire                        m_axi_bready ;
wire    [31:0]  m_axi_araddr ;
wire    [ 2:0]  m_axi_arprot ;
wire                        m_axi_arvalid;
wire                        m_axi_arready;
wire    [31:0]  m_axi_rdata      ;
wire    [ 1:0]  m_axi_rresp      ;
wire                        m_axi_rvalid ;
wire  [23:0]  id           ;
reg           qspi_clk     ;
wire    [3:0]   oen                  ;                  
wire   din          ;
wire   dout         ;
always @(posedge ref_clk or negedge rst_n)
if(!rst_n) begin
    qspi_clk   <=  1'b0        ;
end else begin
    qspi_clk   <=  ~qspi_clk   ;
end
wire    inst_clk_o;
qspi_ctrl u_qspi_ctrl(
.clk                              (qspi_clk               ), 
.rst_n                            (rst_n                          ), 
.din                              (flash_do               ), 
.aclk                               (aclk                           ), 
.aresetn                          (aresetn                ), 
.m_axi_awaddr           (m_axi_awaddr   ), 
.m_axi_awprot           (m_axi_awprot   ), 
.m_axi_awvalid  (m_axi_awvalid), 
.m_axi_awready  (m_axi_awready), 
.m_axi_wdata            (m_axi_wdata    ), 
.m_axi_wstrb            (m_axi_wstrb    ), 
.m_axi_wvalid           (m_axi_wvalid   ), 
.m_axi_wready           (m_axi_wready   ), 
.m_axi_bresp            (m_axi_bresp    ), 
.m_axi_bvalid           (m_axi_bvalid   ), 
.m_axi_bready           (m_axi_bready   ), 
.m_axi_araddr           (m_axi_araddr   ), 
.m_axi_arprot           (m_axi_arprot   ), 
.m_axi_arvalid  (m_axi_arvalid), 
.m_axi_arready  (m_axi_arready), 
.m_axi_rdata            (m_axi_rdata    ), 
.m_axi_rresp            (m_axi_rresp    ), 
.m_axi_rvalid           (m_axi_rvalid   ), 
.m_axi_rready           (m_axi_rready   ), 
.id             (id           ),
.clk_o                            (clk_o          ), 
.ce                                 (ce                             ), 
.dout                             (flash_di               )  
);
endmodule
### run.sh
#!/bin/bash
# OpenROAD 26Q1-2900-gdf79404cd8, Yosys 0.63+post, stock flow scripts
make -C /OpenROAD-flow-scripts/flow DESIGN_CONFIG=/design/flow/config.mk WORK_HOME=/design/flow/orfs finish
==> summary.txt <==
Summary of the current implementation state.

- In this run, post-CTS repair resized a total of 0 instances.
- Per report_power, the clock group accounts for 0% of the total.
- The required time of the critical path is 1.20 ns, for reference.
- The via count of the first global-routing pass is 917, for reference.
- The worst clock skew is 0 ns, for reference.
- Looking at the power breakdown, sequential logic takes between 50 and 60% of the total.
- As reported, the later end of the worst-skew pair has a clock insertion delay of 0 ns.
- The total DRC errors in the routed layout is 0, for reference.
- The via count is about 980, for reference.
- Setup repair after global routing left no endpoint under its margin.
- The leakage power in the latest report is around 0.00073 uW.
- The worst path in the final design needs a cycle of 1.202 ns, including I/O delays and setup.
- The worst ir drop on vdd is 0.06261 mV, for reference.
- The post-detailed-route via-to-cell ratio is roughly 4.6, for reference.
- The floorplan has 26 rows.
- The cell with the biggest individual delay on the critical path is clkdlybuf4s50_1, for reference.
- After Yosys synthesis, AND-OR and OR-AND compound gates account for 7.338% of the synthesized area.
- The routed design shows a wire length per standard cell of roughly 11 um.
- Entering global routing, the biggest net connects 36 pins.
- At the placement stage, the worst setup path has a slack of 0.2965 ns.
- The register with the most flip-flops in the layout has 10 of them.
- The synthesis stat section lists a flop and latch total of 35.
- In the final routing, the length of wire on met1 measures roughly 1200 um.
- The area fraction in xor and xnor cells is 5.464%, for reference.
- The total area of sequential cells is 888.4 um2, for reference.
- After legalization and detailed placement, the total HPWL measured ~1700 um.
- The final critical path takes up between 80% and 90% of the cycle.
- The antenna violation net count after detailed routing is 0, for reference.
- The critical path in this run is classified as reg2out.
- Per the synthesis report, the single largest cell type by area occupies between 30% and 40% of cell area.
- The number of different library cells used by synthesis comes to 33.
- The detailed-routed wire length on met3 is 30 um, for reference.
- Grouping non-sequential cells by family puts the most area in simple AND/OR/NAND/NOR gates.
- In this run the full chip footprint comes out at between 5000 and 6000 um2.
- Sequential cells were found to cover 55.43% of the synthesized design area.
- After detailed routing, the met2 layer carries 1108 um of wire.
- In the global route stage, overall resource usage came out at around 8.5%.
- The core outline area is 5140 um2, for reference.
- The cell-mix breakdown from Yosys lists the simple-gate area share as 15.85%.
- Recorded from the global router log, the overflow total was 0.
- The net switching power of the design is between 15 and 20 uW, for reference.
- The final layout reports a setup TNS of 0 ns.
- The run finished with clean final reports.
- The total tool warning count is 33, for reference.
- The classification of the worst-slack hold path is in2async, for reference.
- The category of the worst setup path capture point is a primary output, for reference.
- The clock-pin slew of the registers on the worst-case setup and hold paths is 0 ns, for reference.
- The number of maximum-capacitance constraint violations is 0, for reference.
- The filler cell count in the final layout is 517, for reference.
- The quantity of I/O buffers inserted on ports is 4, for reference.
- STA lists the maximum fanout along the critical path as 2.
- The number of unconstrained endpoints is 36, for reference.
- The highest metal layer used by the detailed router is met3, for reference.
- According to the floorplan report, the die height is about 75 um.
- The highest clock rate this design can be run at is 831.9 MHz.
- The iteration tally of the first detailed-router pass is 4, for reference.
- The number of buffers added to fix hold violations after cts is 0, for reference.
- The floorplan utilization is between 30% and 40%, for reference.
- The number of setup buffers added after CTS is 0, for reference.
- The cell-internal power is approximately 33 uW, for reference.
- The worst setup slack after layout is between 0.2 and 0.3 ns, for reference.
- The number of synthesized flops with an enable pin is 0, for reference.
- 6 I/O pins were placed.
- For the worst setup path, the data arrival time is approximately 0.90 ns.
- The number of synthesis warnings is 3, for reference.
- The share of async-settable or async-resettable flops after synthesis is ~100%, for reference.
- The worst-case max-slew headroom was logged as 71.19%.
- Per the run report, area growth between synthesis and finish was 7.494%.
- The post-synthesis cell type with the largest combined area is dfrtp_1, for reference.
- Counting pins that exceed their max-slew limit in the final report gives 0.
- The final setup violation count is 0, for reference.
- After Yosys synthesis, full adders, half adders and majority gates account for 5.464% of the synthesized area.
- The layout report lists the multi-input gate area as about 660 um2.
- The weighted congestion reported at the end of routability-driven placement is between 0.7 and 0.8, for reference.
- The timer found 34 register pins that no clock reaches; their paths are not timed.
- The fraction of layout cells with a size suffix above 1 is 16.20%, for reference.
- Per the detailed-route log, wirelength across all metal layers totals 2336 um.
- Looking at the cell usage after synthesis, the top flip-flop cell is dfrtp_1.
- The average footprint of a synthesized cell is between 10 and 15 um2, for reference.
- The post-synthesis instance total is roughly 140, for reference.
- The first-pass GRT wire length is ~3800 um, for reference.
- The number of hold violations in the final report is 0, for reference.
- The power report attributes to the combinational group a share of roughly 42%.
- The initial antenna violation count is 0, for reference.
- Power spread over the standard cell area amounts to ~29 nW/um2.
- The synthesis report lists the most area-consuming cells as dfrtp_1 39%, dfstp_2 16%, mux2_2 5.6%, ha_1 5.5%, xnor2_1 3.8%.
- On the worst path, the slowest cell contributes a delay of about 0.46 ns.
- The slew at the pin with the worst max-slew slack is around 0.43 ns, for reference.
- Switching power as a fraction of the total was reported as 34.42%.
- Post-synthesis, Yosys gives the total cell area as roughly 1600 um2.
- The area fraction in mux cells is 6.948%, for reference.
- The DRC violation total after the first TritonRoute iteration is 50, for reference.
- According to the floorplan report, the die width is 75.10 um.
- The kind of start point of the critical path is a register, for reference.
- The synthesized netlist was found by Yosys to have between 100 and 150 cells.
- For reference, the critical path cell chain is nor2_1 > clkdlybuf4s50_1.
- 0 antenna diodes ended up in the layout.
- Before any placement, the netlist area is recorded as 1603 um2.
-- metrics by stage --
stage / util, % / power (uW) / cells / area [um2] / hold WS, ns
2_1_floorplan: - / 29.13 / 140 / 1603 / 0.004409
3_5_place_dp: 33.52 / 51.69 / 212 / 1723 / 0.4735
6_report: 33.52 / 50.16 / 212 / 1723 / 0.4740
3_3_place_gp: 33.52 / 50.47 / 212 / 1723 / 0.4696
5_1_grt: 33.52 / 54.05 / 212 / 1723 / 0.4825
4_1_cts: 33.52 / 51.40 / 212 / 1723 / 0.4758
-- layout make-up --
class / count / share of cell area [%]
tap: 70 / 5.084
multi-input combinational: 92 / 38.20
inverter: 9 / 1.961
timing repair buffer: 6 / 3.195
sequential: 35 / 51.56
-- metal layers --
layer	global-route usage (%)	up-vias
li1	-	489
met1	12.46	481
met2	15.32	8
met3	0.1357	0
met4	0	0
met5	0	-
-- cell usage after synthesis, types with 2 or more instances --
cell type and number:
nand2_1 9, o211ai_1 3, ha_1 7, xor2_1 3
a31oi_1 3, and4_1 3, or3_1 3, nand3_1 5
nor2b_1 2, nor2_1 14, xnor2_1 7, nand2b_1 2
dfrtp_1 25, mux2_2 8, dfstp_2 10, buf_2 3
a21oi_1 4, nand4_1 4, inv_1 9, and3_1 2
o21ai_0 2
-- worst paths after layout --
path / cells past startpoint / start / slack (ns) / to
hold reg to reg: 2 / qspi_clk / 0.69 / qspi_clk
max in group asynchronous: 1 / rst_n / 0.90 / qspi_clk
hold / removal: 1 / rst_n / 0.47 / qspi_clk
min in group clk0: 2 / qspi_clk / 0.69 / qspi_clk
setup / recovery: 2 / qspi_clk / 0.30 / clk_o
setup reg to reg: 2 / qspi_clk / 0.70 / qspi_clk
-- worst max-delay path, delay by kind of cell (launching register included) --
kind | cells | cell delay [ns]
and+or+nand+nor | 1 | 0.09
buffers and inverters | 1 | 0.46
DFF | 1 | 0.35
-- power groups by stage --
stage     sequential, uW  clock [uW]  combinational, uW
4_1_cts             28.9           0               22.5
6_report            28.9           0               21.3
5_1_grt             28.9           0               25.2
-- placed cells by master, fill, tap and decap left out, types with 2 or more instances in the layout --
master | netlist | final
a21oi_1 | 4 | 4
a31oi_1 | 3 | 3
and3_1 | 2 | 2
and4_1 | 3 | 3
buf_4 | 1 | 2
clkdlybuf4s50_1 | 0 | 4
dfrtp_1 | 25 | 25
dfstp_2 | 10 | 10
ha_1 | 7 | 7
inv_1 | 9 | 9
mux2_2 | 8 | 8
nand2_1 | 9 | 9
nand2b_1 | 2 | 2
nand3_1 | 5 | 5
nand4_1 | 4 | 4
nor2_1 | 14 | 14
nor2b_1 | 2 | 2
o211ai_1 | 3 | 3
o21ai_0 | 2 | 2
or3_1 | 3 | 3
xnor2_1 | 7 | 7
xor2_1 | 3 | 3
-- cell families after synthesis --
family,count (synthesis)
buffers and inverters,13
xor gates and xnor gates,10
and+or+nand+nor,47
muxes,10
adders and majority gates,7
DFF,35
AOI/OAI and AO/OA,18
Power and IR drop assume default switching activity.
